### ./run.sh
#!/bin/bash
# OpenROAD 26Q1-2900-gdf79404cd8, Yosys 0.63+post, stock flow scripts
make -C /OpenROAD-flow-scripts/flow DESIGN_CONFIG=/design/flow/config.mk WORK_HOME=/design/flow/orfs finish
### ./config.mk
export PLATFORM = sky130hd
export DESIGN_NAME = processor
export DESIGN_NICKNAME = processor
export VERILOG_FILES = /design/flow/design.v
export SDC_FILE = /design/flow/constraint.sdc
export NUM_CORES = 4
export LEC_CHECK = 1
export CORE_UTILIZATION = 50
### ./constraint.sdc
current_design processor

set clk_period 367.6
set clk_io_pct 0.2

create_clock -name clk0 -period $clk_period [get_ports {clk}]

set non_clock_inputs [all_inputs -no_clocks]
set_input_delay [expr $clk_period * $clk_io_pct] -clock clk0 $non_clock_inputs
set_output_delay [expr $clk_period * $clk_io_pct] -clock clk0 [all_outputs]
### ./design.v
module processor( input         clk, reset,
                  output [31:0] PC,
                  input  [31:0] instruction,
                  output        WE,
                  output [31:0] address_to_mem,
                  output [31:0] data_to_mem,
                  input  [31:0] data_from_mem
                );
    wire[31:0] w_PCn;
    wire [4:0] w_A1, w_A2, w_A3;
    wire [31:0] w_WD3;
    wire [31:0] w_rs1, w_rs2;
    wire [31:0] w_ALUinB;
    wire [31:0] w_ALUResult;
    wire w_Zero;
    wire [31:0] w_instr;
    wire w_AuiPC, w_LuiImm, w_BranchBlt, w_BranchBeq, w_BranchJal, w_BranchJalr, w_RegWrite, w_MemToReg, w_MemWrite, w_ALUSrc;
    wire [3:0] w_ALUControl;
    wire [2:0] w_immControl;
    wire [31:0] w_immOut;
    wire [31:0] w_immPC, w_PCAdded;
    wire [31:0] w_BranchTarget, w_Res, w_Res2, w_AfterJalX;
    wire w_BranchJalX, w_BranchOut, w_Beq, w_Blt;
    assign w_instr = instruction;
    assign w_A1 = w_instr[19:15];
    assign w_A2 = w_instr[24:20];
    assign w_A3 = w_instr[11:7];
    assign w_immPC = ( w_immOut + PC );
    assign w_PCAdded = ( PC + 4 );
    assign w_BranchJalX = ( w_BranchJal | w_BranchJalr );
    assign w_Beq = ( w_Zero & w_BranchBeq );
    assign w_Blt = ( w_ALUResult & w_BranchBlt );
    assign w_BranchOut = ( w_Beq | w_Blt | w_BranchJalX ); 
    arithmeticLogicUnit alu( w_rs1, w_ALUinB, w_ALUControl, w_Zero, w_ALUResult);
    reg32x32 registerFile( clk, w_RegWrite, w_A1, w_A2, w_A3, w_WD3, w_rs1, w_rs2 );
    controlUnit CU( w_instr, w_AuiPC, w_LuiImm, w_BranchBlt, w_BranchBeq, w_BranchJal, w_BranchJalr, w_RegWrite, w_MemToReg, w_MemWrite, w_ALUSrc, w_ALUControl, w_immControl );
    immDecode immDec( w_instr, w_immControl, w_immOut );
    progCounter progCounter( w_PCn, clk, reset, PC );
    mux aluInMux( w_rs2,       w_immOut,       w_ALUSrc,     w_ALUinB );
    mux BrTarMux( w_immPC,     w_ALUResult,    w_BranchJalr, w_BranchTarget);
    mux AuiMux(   w_Res,       w_immPC,        w_AuiPC,      w_Res2);
    mux LuiMux(   w_Res2,      w_immOut,       w_LuiImm,     w_WD3);
    mux JalXMux(  w_ALUResult, w_PCAdded,      w_BranchJalX, w_AfterJalX);
    mux ResMux(   w_AfterJalX, data_from_mem,  w_MemToReg,   w_Res);
    mux PCMux(    w_PCAdded,   w_BranchTarget, w_BranchOut,  w_PCn);
    assign address_to_mem = w_ALUResult;
    assign data_to_mem = w_rs2;
    assign WE = w_MemWrite;
endmodule
module progCounter(input [31:0] in,
                   input clk, reset,
                   output reg [31:0] PC);
    always@(posedge clk)
        if ( reset == 1)
            PC <= 0;
        else
            PC <= in;
endmodule
module arithmeticLogicUnit(input signed [31:0] SrcA, SrcB,
                           input [3:0] ALUCntrl, 
                           output reg Zero, 
                           output reg [31:0] ALUResult );
    always@(*)
        begin
        Zero = 0;
        case(ALUCntrl)
            'b0000 : ALUResult = SrcA & SrcB;
            'b0001 : ALUResult = SrcA | SrcB;
            'b0010 : ALUResult = SrcA + SrcB;
            'b0011 : ALUResult = SrcA ^ SrcB;
            'b0110 : ALUResult = SrcA - SrcB;
            'b0111 : ALUResult = $signed(SrcA) < $signed(SrcB);
            'b1000 : ALUResult = $signed(SrcA) / $signed(SrcB);
            'b1001 : ALUResult = $signed(SrcA) % $signed(SrcB);
            'b1010 : ALUResult = SrcA >>> SrcB;
            'b1011 : ALUResult = SrcA >> SrcB; 
            'b1100 : ALUResult = SrcA << SrcB;
        endcase
        if ( ALUResult == 0 ) 
            Zero = 1;
    end
endmodule
module mux(input [31:0] a, b, input select,
          output reg [31:0] y);
        always@(*)
        if(select==0) 
            y = a;
        else
            y = b;
endmodule
module reg32x32(input CLK, WE3, 
                input [4:0] A1, A2, A3, 
                input [31:0] WD3,
                output reg [31:0] RD1, RD2 );
    reg [31:0] rf[31:0];
    always@( posedge CLK ) begin
        if ( WE3 == 1 && A3 != 'b0) 
            rf[A3] = WD3;
    end
    always@(*) begin
        if ( A1 == 0 )
            RD1 = 0;
        else
            RD1 = rf[A1];
        if ( A2 == 0 )
            RD2 = 0;
        else
            RD2 = rf[A2];
    end
endmodule
module controlUnit(input [31:0] instr,
                   output reg AuiPC, LuiImm, BranchBlt, BranchBeq, BranchJal, BranchJalr, RegWrite, MemToReg, MemWrite, ALUSrc,
                   output reg [3:0] ALUControl,
                   output reg [2:0] immControl);
    wire [6:0] opcode;
    wire [2:0] funct3;
    wire [6:0] funct7;
    assign opcode = instr[6:0];
    assign funct3 = instr[14:12];
    assign funct7 = instr[31:25];
    always@(*)
        begin
            case (opcode)
                'b0000011 : begin  
                    AuiPC = 0;
                    LuiImm = 0;
                    BranchBlt = 0;
                    BranchJal = 0;
                    BranchJalr = 0;
                    BranchBeq = 0;
                    RegWrite = 1;
                    MemToReg = 1;
                    MemWrite = 0;
                    ALUSrc = 1;
                    immControl = 0;  
                    ALUControl = 'b0010;
                    end 
                'b0010011 : begin  
                    AuiPC = 0;
                    LuiImm = 0;
                    BranchBlt = 0;
                    BranchJal = 0;
                    BranchJalr = 0;
                    BranchBeq = 0;
                    RegWrite = 1;
                    MemToReg = 0;
                    MemWrite = 0;
                    ALUSrc = 1;
                    immControl = 0;  
                    ALUControl = 'b0010;
                    end
                'b0100011 : begin  
                    AuiPC = 0;
                    LuiImm = 0;
                    BranchBlt = 0;
                    BranchJal = 0;
                    BranchJalr = 0;
                    BranchBeq = 0;
                    RegWrite = 0;
                    MemToReg = 0;
                    MemWrite = 1;
                    ALUSrc = 1;
                    immControl = 1;  
                    ALUControl = 'b0010;
                    end
                'b0110011 : begin  
                    AuiPC = 0;
                    LuiImm = 0;
                    BranchBlt = 0;
                    BranchJal = 0;
                    BranchJalr = 0;
                    BranchBeq = 0;
                    RegWrite = 1;
                    MemToReg = 0;
                    MemWrite = 0;
                    ALUSrc = 0;
                    immControl = 7;
                    case(funct7)
                        'b0000000 : begin  
                            case(funct3)
                                'b000 : ALUControl = 'b0010;  
                                'b010 : ALUControl = 'b0111;  
                                'b111 : ALUControl = 'b0000;  
                                'b001 : ALUControl = 'b1100;  
                                'b101 : ALUControl = 'b1011;  
                            endcase
                        end
                        'b0100000 : begin  
                            case(funct3)
                                'b000 : ALUControl = 'b0110;  
                                'b101 : ALUControl = 'b1010;  
                            endcase
                        end
                        'b0000001 : begin  
                            case(funct3)
                                'b100: ALUControl = 'b1000;  
                                'b110: ALUControl = 'b1001;  
                            endcase
                        end
                    endcase
                    end 
                'b0110111 : begin  
                    AuiPC = 0;
                    LuiImm = 1;
                    BranchBlt = 0;
                    BranchJal = 0;
                    BranchJalr = 0;
                    BranchBeq = 0;
                    RegWrite = 1;
                    MemToReg = 0;
                    MemWrite = 0;
                    ALUSrc = 0;
                    immControl = 3;  
                    ALUControl = 'b1111;
                    end 
                'b1100111 : begin  
                    AuiPC = 0;
                    LuiImm = 0;
                    BranchBlt = 0;
                    BranchJal = 0;
                    BranchJalr = 1;
                    BranchBeq = 0;
                    RegWrite = 1;
                    MemToReg = 0;
                    MemWrite = 0;
                    ALUSrc = 1;
                    immControl = 0;  
                    ALUControl = 'b0010;
                    end
                'b1101111 : begin  
                    AuiPC = 0;
                    LuiImm = 0;
                    BranchBlt = 0;
                    BranchJal = 1;
                    BranchJalr = 0;
                    BranchBeq = 0;
                    RegWrite = 1;
                    MemToReg = 0;
                    MemWrite = 0;
                    ALUSrc = 0;
                    immControl = 4;  
                    ALUControl = 'b1111;
                    end
                'b1100011 : begin  
                    AuiPC = 0;
                    LuiImm = 0;
                    BranchJal = 0;
                    BranchJalr = 0;
                    RegWrite = 0;
                    MemToReg = 0;
                    MemWrite = 0;
                    ALUSrc = 0;
                    immControl = 2;  
                    case(funct3)
                        'b000 : begin  
                            BranchBlt = 0;
                            BranchBeq = 1;
                            ALUControl = 'b0110;
                        end
                        'b100 : begin  
                            BranchBlt = 1;
                            BranchBeq = 0;
                            ALUControl = 'b0111;
                        end
                    endcase
                    end
                'b0010111 : begin  
                    AuiPC = 1;
                    LuiImm = 0;
                    BranchBlt = 0;
                    BranchJal = 0;
                    BranchJalr = 0;
                    BranchBeq = 0;
                    RegWrite = 1;
                    MemToReg = 0;
                    MemWrite = 0;
                    ALUSrc = 0;
                    immControl = 3;  
                    ALUControl = 'b1111;
                    end
            endcase
        end
endmodule
module immDecode (input [31:0] immInput,
                  input [2:0] immControl,
                  output reg [31:0] immOutput);
    reg zero;
    always@(*)
        begin
            zero = 0;
            case(immControl)
                'b000: {immOutput[31:11], immOutput[10:5], immOutput[4:1], immOutput[0]} <= {{21{immInput[31]}} ,immInput[30:25], immInput[24:21],immInput[20]};  
                'b001: {immOutput[31:11], immOutput[10:5], immOutput[4:1], immOutput[0]} <= {{21{immInput[31]}} ,immInput[30:25], immInput[11:8],immInput[7]};   
                'b010: {immOutput[31:12], immOutput[11], immOutput[10:5], immOutput[4:1], immOutput[0]} <= {{20{immInput[31]}}, immInput[7], immInput[30:25], immInput[11:8], zero};  
                'b011: {immOutput[31], immOutput[30:20], immOutput[19:12], immOutput[11:0]} <= { immInput[31], immInput[30:20], immInput[19:12], {12{zero}} }; 
                'b100: {immOutput[31:20], immOutput[19:12],immOutput[11], immOutput[10:5], immOutput[4:1], immOutput[0]} <= {{13{immInput[31]}}, immInput[19:12], immInput[20], immInput[30:25], immInput[24:21], zero};  
            endcase
        end
endmodule  
==> flow_summary.ini <==
; implementation run metrics
[run_status]
outcome = did not finish
error = [ERROR GRT-0232] Routing congestion too high. Check the congestion heatmap in the GUI.
haltStage = global routing (5_1_grt)

[synth]
ys.flops = 1137
simple_gate_share_pct = 15.6
syn_area_sq_um = 97600
flop_cell = edfxtp_1
synth.avg_cell_area_sq_um = 9.61
synth_warnings = 6
yosys_area_sq_um = 97600
logic_family = AND-OR/OR-AND gates
syn_inst = 10200
async_flop_share_pct = 0
ys_cells = 10200
yosys.area_share.aoi_pct = 19.9
ys_types = 118
ys_sh_adder_pct = 8.56
edf_count = 1024
ys_sh_xor_pct = 4.36
synthMuxAreaShare_pct = 14.4

[clock_network]
cts_setup_buffers = 0
cts_root_buf = clkbuf_16
cts_max_path_buffers = 3
numCtsBuffers = 94
cts-htree-levels = 3
cts_hold_buf = 0
post_cts_resized = 0

[placed_design]
dp_hpwl_um = 349000
io_buffers = 162
dp.cells = 12700
place.gp.congestion = 1.11

[floorplan]
fp_util_pct = 50.5
die_h_um = 444
row_count = 161
die_x_um = 444
ios = 163

[grt]
grt_start_max_net_pins = 83
grt_antenna_before_repair = 66

[timing]
unclocked_pins = 81
untimed_endpoints = 114
[metrics by stage]
| stage | cell area, sq um | hold slack [ns] | total power, mW | worst slack, ns | utilization, % |
|---|---|---|---|---|---|
| after floorplan | 97700 | 0.581 | 0.331 | 197.69 | - |
| after global placement | 104000 | 0.683 | 0.433 | 184.13 | 53.8 |
| after detailed placement | 104000 | 0.705 | 0.431 | 183.61 | 53.8 |
| after CTS | 107000 | 0.739 | 0.533 | 183.46 | 55.5 |
[Yosys cell counts, types with 154 or more instances]
library cell / number / area share, %
o21a_1: 192 / 1.5
mux2i_1: 336 / 3.4
nand2_1: 843 / 3.2
mux4_2: 434 / 10
ha_1: 661 / 8.5
a21oi_1: 664 / 3.4
xor2_1: 170 / 1.5
nor2_1: 1072 / 4.1
nor3_1: 287 / 1.5
o21ai_0: 480 / 2.5
xnor2_1: 316 / 2.8
clkbuf_1: 348 / 1.3
edfxtp_1: 1024 / 32
nand3_1: 234 / 1.2
a31oi_1: 154 / 0.99
inv_1: 296 / 1.1
a21o_1: 199 / 1.5
[cells by family after synthesis]
group | Yosys count
adders and majority gates | 665
DFF | 1056
buffers and inverters | 868
muxes | 847
AOI/OAI and AO/OA | 2882
xor gates and xnor gates | 486
and+or+nand+nor | 3264
other | 1
latches | 81
No activity file was given, so power comes from the tool's default toggle rates.
